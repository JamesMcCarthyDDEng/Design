$ cat flow/design.v
`timescale 1ns / 1ps
module hp_class(f, fExp, fSig, isSnan, isQnan, isInfinity, isZero, isSubnormal,
                   isNormal);
    input [15:0] f;
    output signed [6:0] fExp;
    reg signed [6:0] fExp;
    output [10:0] fSig;
    reg [10:0] fSig;
    output isSnan, isQnan, isInfinity, isZero, isSubnormal, isNormal;
    wire expOnes, expZeroes, sigZeroes;
    assign expOnes   =  &f[14:10];
    assign expZeroes = ~|f[14:10];
    assign sigZeroes = ~|f[9:0];
    assign isSnan      =  expOnes   & ~sigZeroes & ~f[9];
    assign isQnan      =  expOnes                &  f[9];
    assign isInfinity  =  expOnes   &  sigZeroes;
    assign isZero      =  expZeroes &  sigZeroes;
    assign isSubnormal =  expZeroes & ~sigZeroes;
    assign isNormal    = ~expOnes   & ~expZeroes;
    reg [10:0] mask = ~0;
    reg [3:0] sa;
    integer i;
    always @(*)
      begin
        fExp = f[14:10];
        fSig = f[9:0];
        sa = 0;
        if (isNormal)
            {fExp, fSig} = {f[14:10] - 5'b01111, 1'b1, f[9:0]};
          else if (isSubnormal)
          begin
            for (i = 8; i > 0; i = i >> 1)
              begin
                if ((fSig & (mask << (11 - i))) == 0)
                  begin
                    fSig = fSig << i;
                    sa = sa | i;
                  end
              end
            fExp = -14 - sa;  
          end
      end
endmodule
module hp_mul(a, b, p, snan, qnan, infinity, zero, subnormal, normal);
  input [15:0] a, b;
  output [15:0] p;
  output snan, qnan, infinity, zero, subnormal, normal;
  reg snan, qnan, infinity, zero, subnormal, normal;
  wire aSnan, aQnan, aInfinity, aZero, aSubnormal, aNormal;
  wire bSnan, bQnan, bInfinity, bZero, bSubnormal, bNormal;
  wire signed [6:0] aExp, bExp;
  reg signed [6:0] pExp, t1Exp, t2Exp;
  wire [10:0] aSig, bSig;
  reg [10:0] pSig, tSig;
  reg [15:0] pTmp;
  wire [21:0] rawSignificand;
  reg pSign;
  hp_class aClass(a, aExp, aSig, aSnan, aQnan, aInfinity, aZero, aSubnormal, aNormal);
  hp_class bClass(b, bExp, bSig, bSnan, bQnan, bInfinity, bZero, bSubnormal, bNormal);
  assign rawSignificand = aSig * bSig;
  always @(*)
  begin
    pSign = a[15] ^ b[15];
    pTmp = {pSign, {5{1'b1}}, 1'b0, {9{1'b1}}};   
    {snan, qnan, infinity, zero, subnormal, normal} = 6'b000000;
    if ((aSnan | bSnan) == 1'b1)
      begin
        pTmp = aSnan == 1'b1 ? a : b;
        snan = 1;
      end
    else if ((aQnan | bQnan) == 1'b1)
      begin
        pTmp = aQnan == 1'b1 ? a : b;
        qnan = 1;
      end
    else if ((aInfinity | bInfinity) == 1'b1)
      begin
        if ((aZero | bZero) == 1'b1)
          begin
            pTmp = {pSign, {5{1'b1}}, 1'b1, 9'h2A};  
            qnan = 1;
          end
        else
          begin
            pTmp = {pSign, {5{1'b1}}, {10{1'b0}}};
            infinity = 1;
          end
      end
    else if ((aZero | bZero) == 1'b1 ||
             (aSubnormal & bSubnormal) == 1'b1)
      begin
        pTmp = {pSign, {15{1'b0}}};
        zero = 1;
      end
    else     
      begin  
        t1Exp = aExp + bExp;
        if (rawSignificand[21] == 1'b1)
          begin
            tSig = rawSignificand[21:11];
            t2Exp = t1Exp + 1;
          end
        else
          begin
            tSig = rawSignificand[20:10];
            t2Exp = t1Exp;
          end
        if (t2Exp < -24)  
          begin           
            pTmp = {pSign, {15{1'b0}}};
            zero = 1;
          end
        else if (t2Exp < -14)  
          begin
            pSig = tSig >> (-14 - t2Exp);
            pTmp = {pSign, {5{1'b0}}, pSig[9:0]};
            subnormal = 1;
          end 
        else if (t2Exp > 15)  
          begin
            pTmp = {pSign, {5{1'b1}}, {10{1'b0}}};
            infinity = 1;
          end
        else  
          begin
            pExp = t2Exp + 15;
            pSig = tSig;
            pTmp = {pSign, pExp[4:0], pSig[9:0]};
            normal = 1;
          end
      end  
  end
  assign p = pTmp;
endmodule
$ cat flow/run.sh
#!/bin/bash
# OpenROAD 26Q1-2900-gdf79404cd8, Yosys 0.63+post, stock flow scripts
make -C /OpenROAD-flow-scripts/flow DESIGN_CONFIG=/design/flow/config.mk WORK_HOME=/design/flow/orfs finish
$ cat flow/config.mk
export PLATFORM = sky130hd
export DESIGN_NAME = hp_mul
export DESIGN_NICKNAME = hp_mul
export VERILOG_FILES = /design/flow/design.v
export SDC_FILE = /design/flow/constraint.sdc
export NUM_CORES = 4
export LEC_CHECK = 1
export CORE_UTILIZATION = 50
$ cat flow/constraint.sdc
current_design hp_mul

set clk_period 29.8
set clk_io_pct 0.2

create_clock -name clk0 -period $clk_period

set non_clock_inputs [all_inputs -no_clocks]
set_input_delay [expr $clk_period * $clk_io_pct] -clock clk0 $non_clock_inputs
set_output_delay [expr $clk_period * $clk_io_pct] -clock clk0 [all_outputs]
==> results.ini <==
[grt]
gr-total-overflow = 0
grt_util_met3 = 0.06970
grt_usage = 0.3372
use_met1 = 0.5305
grt_start_max_net_pins = 27
top_usage_layer = met1
antenna_found_initial = 0
grt_pass1_wl_um = 41290
grt_util_met2 = 0.5028
grt_pass1_vias = 7654

[placed_design]
placedCellCount = 1275
routabilityCongestion = 0.9888
detailed_place_hpwl_um = 20810
port_buffers = 54
postPlaceCellArea_sq_um = 8411

[floorplanning]
num_rows = 44
chipArea_sq_um = 15880
die_h_um = 126.0
fp_util = 0.5212
fp.dieW_um = 126.0
io_pins = 54
core_area_sq_um = 14750

[worst_setup_path]
setup.worst_path.start = b[9]
worst_ep_required_time_ns = 23.84
end_kind = output pin
crit_end = p[1]
slowest_delay_ns = 0.80
critical_path.startpoint_type = input pin
path_class = input pin to output pin
cp.arrival_ns = 18.07
cp_max_fo = 23
cpMostUsedCell = fa_1
critPathSlowestCell = nor2_2

[timing]
hold_viol = 0
fin_crit_sh = 0.8065
max_slew_margin = 0.3546
rsz0062_at_grt = no
period_needed_ns = 24.03
setup-tns-final_ns = 0
worst_slew_pin_slew_ns = 0.9670
fmax_mhz = 41.61
report.final.slew_viol_count = 0
setup_viol = 0

[power]
swShare = 0.6166
intPower_uw = 397.6
seq_power_share = 0
total_power_uw = 1037
power_density_nw_per_um2 = 123.3
leakagePower_uw = 0.003798
vdd_ir_drop_max_mv = 0.1299
share_comb_of_total_power = 1.000
switchingPower_uw = 639.5
pwr-share-clk = 0

[yosys]
syn_inst = 1067
ys_types = 94
synth_warnings = 2
ys_cells = 1067
ys_chip_area_sq_um = 7690
top_area_frac = 0.2083
yosysTopAreaCell = fa_1
synthTopCellsByArea = fa_1 21%, ha_1 12%, nor2_1 6.6%, inv_1 5.7%, nand2_1 4.8%
syn_avg_cell_area_sq_um = 7.207
yosysSeqAreaShare = 0
syn_area_sq_um = 7690

[route]
antenna_cells = 0
ant_nets = 0
drt_wl_total_um = 25170
via_per_inst = 6.404
drt_pass1_iterations = 6
dr.first_iter.drc_count = 624
drc = 0
wl_per_cell_um = 19.74
via_count = 8165

[finish]
area_growth_pct = 9.372
drive_gt1_frac = 0.05408
final_cell_mix = 135 x nor2_1, 116 x inv_1, 99 x nand2_1
fillCellCount = 1441
fin_util = 0.5700
stdcell_area_sq_um = 8411
flop-count = 0
regArea_sq_um = 0
nClkBuffers = 0
final_cells = 1275
layout_top_cell = nor2_1

[min_path]
hold_class = input pin to output pin

[clock_network]
cts_hold_buf = 0
cts_setup_buffers = 0
ctsResizeCount = 0

[job]
warnings = 35
maxCapViolations = 0

[status]
status = finished clean

-- worst min path at each step --
stage	start	end	slack [ns]	cells past startpoint
6_report	b[15]	p[15]	12.95	3
5_1_grt	b[15]	p[15]	12.99	3
4_1_cts	b[15]	p[15]	12.95	3
-- cell families after synthesis --
kind of cell,Yosys count,synth area share
AND/OR/NAND/NOR,383,0.2387
XOR/XNOR,27,0.03173
adder cells (fa/ha/maj),152,0.3254
buffers and inverters,170,0.08558
multiplexers,23,0.03205
AND-OR/OR-AND,312,0.2865
-- critical path, delay by kind of cell --
family,cells,cell delay [ns]
compound gates,14,3.45
fa+ha+maj,7,3.55
buf+inv,7,2.05
mux,1,0.20
simple gates,9,2.81
-- Yosys cell counts (5+ instances only) --
cell type / instances
nand3_1: 21
nor2_1: 135
mux2i_1: 19
nand2b_1: 26
o21ai_0: 48
nand4_1: 6
a31oi_1: 14
nor3_1: 16
nor2b_1: 9
and2_1: 13
a21o_1: 14
o21ai_1: 8
a32oi_1: 5
and3_1: 8
xnor2_1: 18
o31ai_1: 7
buf_1: 5
clkbuf_1: 41
nor4b_1: 5
fa_1: 80
a211o_1: 5
a221oi_1: 10
xor2_1: 8
o22ai_1: 14
inv_1: 116
a222oi_1: 5
o21a_1: 13
nand2_1: 99
or3_1: 9
ha_1: 72
a21oi_1: 70
nor4_1: 5
a22oi_1: 12
a211oi_1: 20
or2_2: 7
a221o_1: 9
-- layer usage --
layer	share of wire	wire, um
met5	0	0
met1	0.45	11420
met3	0.097	2440
met2	0.44	11010
met4	0.012	293
-- layout make-up --
class / instances / area, sq um / share of cell area
Inverter: 118 / 442.9 / 0.05266
Tap cell: 184 / 230.2 / 0.02737
Timing Repair Buffer: 76 / 705.7 / 0.08390
Multi-Input combinational cell: 897 / 7032 / 0.8361
-- power groups by stage --
| stage | clock network [uW] | logic [uW] | registers (uW) |
|---|---|---|---|
| 6_report | 0 | 1040 | 0 |
| 5_1_grt | 0 | 1150 | 0 |
| 4_1_cts | 0 | 1030 | 0 |
-- through the flow --
stage | hold slack [ns] | setup slack (ns)
2_1_floorplan | 11.98 | 8.514
3_3_place_gp | 12.94 | 6.340
3_5_place_dp | 12.94 | 6.131
4_1_cts | 12.95 | 6.102
5_1_grt | 12.99 | 4.985
6_report | 12.95 | 5.767
Power and IR drop assume default switching activity.
