==> ./design.v <==
module synchronizer #(parameter WIDTH=3) (
    input clk, 
    input rst_n, 
    input [WIDTH:0] d_in, 
    output reg [WIDTH:0] d_out);
  reg [WIDTH:0] q1;
  always@(posedge clk) begin
    if(!rst_n) begin
      q1 <= 0;
      d_out <= 0;
    end
    else begin
      q1 <= d_in;
      d_out <= q1;
    end
  end
endmodule
module wptr_handler #(parameter PTR_WIDTH=3) (
  input wclk, wrst_n, w_en,
  input [PTR_WIDTH:0] g_rptr_sync,
  output reg [PTR_WIDTH:0] b_wptr, g_wptr,
  output reg full
);
  wire [PTR_WIDTH:0] b_wptr_next;
  wire [PTR_WIDTH:0] g_wptr_next;
  reg wrap_around;
  wire wfull;
  assign b_wptr_next = b_wptr+(w_en & !full);
  assign g_wptr_next = (b_wptr_next >>1)^b_wptr_next;
  always@(posedge wclk or negedge wrst_n) begin
    if(!wrst_n) begin
      b_wptr <= 0;  
      g_wptr <= 0;
    end
    else begin
      b_wptr <= b_wptr_next;  
      g_wptr <= g_wptr_next;  
    end
  end
  always@(posedge wclk or negedge wrst_n) begin
    if(!wrst_n) full <= 0;
    else        full <= wfull;
  end
  assign wfull = (g_wptr_next == {~g_rptr_sync[PTR_WIDTH:PTR_WIDTH-1], g_rptr_sync[PTR_WIDTH-2:0]});
endmodule
module rptr_handler #(parameter PTR_WIDTH=4) (
  input rclk, rrst_n, r_en,
  input [PTR_WIDTH:0] g_wptr_sync,
  output reg [PTR_WIDTH:0] b_rptr, g_rptr,
  output reg empty
);
  wire [PTR_WIDTH:0] b_rptr_next;
  wire [PTR_WIDTH:0] g_rptr_next;
  assign b_rptr_next = b_rptr+(r_en & !empty);
  assign g_rptr_next = (b_rptr_next >>1)^b_rptr_next;
  assign rempty = (g_wptr_sync == g_rptr_next);
  always@(posedge rclk or negedge rrst_n) begin
    if(!rrst_n) begin
      b_rptr <= 0;
      g_rptr <= 0;
    end
    else begin
      b_rptr <= b_rptr_next;
      g_rptr <= g_rptr_next;
    end
  end
  always@(posedge rclk or negedge rrst_n) begin
    if(!rrst_n) empty <= 1;
    else        empty <= rempty;
  end
endmodule
module fifo_mem #(parameter DEPTH=16, DATA_WIDTH=8, PTR_WIDTH=4) (
  input wclk, w_en, rclk, r_en,
  input [PTR_WIDTH:0] b_wptr, b_rptr,
  input [DATA_WIDTH-1:0] data_in,
  input full, empty,
  output [DATA_WIDTH-1:0] data_out
);
  reg [DATA_WIDTH-1:0] fifo [0:DEPTH-1];
  wire [DATA_WIDTH-1:0] reg0 = fifo [0];
  wire [DATA_WIDTH-1:0] reg1 = fifo [1];
  wire [DATA_WIDTH-1:0] reg2 = fifo [2];
  wire [DATA_WIDTH-1:0] reg3 = fifo [3];
  wire [DATA_WIDTH-1:0] reg4 = fifo [4];
  wire [DATA_WIDTH-1:0] reg5 = fifo [5];
  wire [DATA_WIDTH-1:0] reg6 = fifo [6];
  wire [DATA_WIDTH-1:0] reg7 = fifo [7];
  wire [DATA_WIDTH-1:0] reg8 = fifo [8];
  wire [DATA_WIDTH-1:0] reg9 = fifo [9];
  wire [DATA_WIDTH-1:0] reg10 = fifo [10];
  wire [DATA_WIDTH-1:0] reg11 = fifo [11];
  wire [DATA_WIDTH-1:0] reg12 = fifo [12];
  wire [DATA_WIDTH-1:0] reg13 = fifo [13];
  wire [DATA_WIDTH-1:0] reg14 = fifo [14];
  wire [DATA_WIDTH-1:0] reg15 = fifo [15];
  always@(posedge wclk) begin
    if(w_en & !full) begin
      fifo[b_wptr[PTR_WIDTH-1:0]] <= data_in;
    end
  end
  assign data_out = fifo[b_rptr[PTR_WIDTH-1:0]];
endmodule
module asynchronous_fifo #(parameter DEPTH=16, DATA_WIDTH=8) (
  input wclk, wrst_n,
  input rclk, rrst_n,
  input w_en, r_en,
  input [DATA_WIDTH-1:0] data_in,
  output [DATA_WIDTH-1:0] data_out,
  output full, empty
);
  parameter PTR_WIDTH = $clog2(DEPTH);
  wire [PTR_WIDTH:0] g_wptr_sync, g_rptr_sync;
  wire [PTR_WIDTH:0] b_wptr, b_rptr;
  wire [PTR_WIDTH:0] g_wptr, g_rptr;
  wire [PTR_WIDTH-1:0] waddr, raddr;
  synchronizer #(PTR_WIDTH) sync_wptr (rclk, rrst_n, g_wptr, g_wptr_sync);  
  synchronizer #(PTR_WIDTH) sync_rptr (wclk, wrst_n, g_rptr, g_rptr_sync);  
  wptr_handler #(PTR_WIDTH) wptr_h(wclk, wrst_n, w_en,g_rptr_sync,b_wptr,g_wptr,full);
  rptr_handler #(PTR_WIDTH) rptr_h(rclk, rrst_n, r_en,g_wptr_sync,b_rptr,g_rptr,empty);
  fifo_mem fifom(wclk, w_en, rclk, r_en,b_wptr, b_rptr, data_in,full,empty, data_out);
endmodule
==> ./run.sh <==
#!/bin/bash
# OpenROAD 26Q1-2900-gdf79404cd8, Yosys 0.63+post, stock flow scripts
make -C /OpenROAD-flow-scripts/flow DESIGN_CONFIG=/design/flow/config.mk WORK_HOME=/design/flow/orfs finish
==> ./config.mk <==
export PLATFORM = sky130hd
export DESIGN_NAME = asynchronous_fifo
export DESIGN_NICKNAME = asynchronous_fifo
export VERILOG_FILES = /design/flow/design.v
export SDC_FILE = /design/flow/constraint.sdc
export NUM_CORES = 4
export LEC_CHECK = 1
export CORE_UTILIZATION = 40
==> ./constraint.sdc <==
current_design asynchronous_fifo

set clk_period 6.3
set clk_io_pct 0.2

create_clock -name clk0 -period $clk_period [get_ports {rclk}]
create_clock -name clk1 -period $clk_period [get_ports {wclk}]

set non_clock_inputs [all_inputs -no_clocks]
set_input_delay [expr $clk_period * $clk_io_pct] -clock clk0 $non_clock_inputs
set_output_delay [expr $clk_period * $clk_io_pct] -clock clk0 [all_outputs]
==> impl_metrics.toml <==
# yosys + openroad results
[die]
pin_count = 24
core_region_area_mm2 = 0.01583
chip_area_mm2 = 0.01661
fp-row-count = 46
floorplanUtilization_pct = 40.69
die_h_um = 128.9
die_width_um = 128.9

[finish]
design_area_final_mm2 = 0.007646
layoutNonFillerInstCount = 617
syn_to_final_growth_pct = 18.73
final_layout_size_suffix_gt1_share_pct = 21.20

[routing]
number_of_iterations_in_the_first_detailed_routing_pass = 4
post-route-drc-count = 0
count_of_vias_placed_by_the_detailed_router = 3075
total_wirelength_mm = 11.07
antenna_left = 0
drt-initial-drc-count = 133
routed_wire_length_per_instance_um = 17.94
num_antenna_cells = 0
post_drt_via_cell_ratio = 4.984

[placement]
buffer_ports.inserted = 22
post-dp-hpwl_mm = 7.047
minimum_setup_slack_after_placement_ns = 2.575
gpl.final_weighted_congestion = 0.8010
place.detailed.instances = 581
placement.cell_area_mm2 = 0.006944

[flow_run]
max-cap-violations = 0
tool_warnings = 27

[global_routing]
maximum_number_of_pins_on_one_net_before_global_route_repair = 36
initial_antenna_violation_count = 0
grtUsageTotal_pct = 15.58
first_global_vias = 3162
grt_pass1_wl_mm = 17.64
grt-ovfl-total = 0

[sta]
worst_pin_slew_ns = 0.8658
rsz0062_at_grt = "false"
report.final.hold_viol_count = 0
setup_viol_count_final = 0
fin_setup_tns_ns = 0
setup_ws_ns = 2.511
slew_headroom_pct = 42.07
skew_ns = 0.007805
final_max_tran_viols = 0

[pwr]
irDropWorstVdd_uv = 217.2
static-leakage-power_nw = 2.634
power_mw = 3.741
p_per_area_mw_per_mm2 = 489.3

[logic_synthesis]
synthArstFlopShare_pct = 11.90
area_figure_in_the_yosys_stat_output_mm2 = 0.006440
edf_count = 128
yosysSeqAreaShare_pct = 73.69
synth_cell_type_count = 33
top_cells_by_area = "sky130_fd_sc_hd__edfxtp_1, sky130_fd_sc_hd__mux4_2, sky130_fd_sc_hd__dfrtp_1"
postSynthRegisterBits = 168
yosys_warnings = 5
synth-cells-yosys = 344
synth_largest_type_area_fraction_pct = 59.69
common_cells = "sky130_fd_sc_hd__edfxtp_1, sky130_fd_sc_hd__mux4_2, sky130_fd_sc_hd__and2_1, sky130_fd_sc_hd__dfxtp_1, sky130_fd_sc_hd__dfrtp_1"
syn_area_cell_um2 = 18.72
synth.cell_area_mm2 = 0.006440
synth_area_leader_cell = "sky130_fd_sc_hd__edfxtp_1"
syn_inst = 344
most_common_cell = "sky130_fd_sc_hd__edfxtp_1"
flop_cell = "sky130_fd_sc_hd__edfxtp_1"

[critical_path]
critPathKind = "reg2out"
cp-end-kind = "primary output"
critical_path_launch_point_type = "flop"
worst_ep_arrival_time_ns = 2.53
worst-path-max-fanout = 33
critical_path_required_ns = 5.04

[clock_network]
ctsResizeCount = 0
clock_sinks = 168
clk_pin_slew_ns = 0.06
clock_tree_from_tritoncts = "done"
post_cts_hold_fix_buffer_tally = 0
post_cts_buffers = 0

[outcome]
outcome = "finished clean"

[min_path]
min-delay-path-class = "reg2reg"
-- state kept, by name, summed over array words and instances (netlist names) --
name	flops
sync_rptr.d_out	5
sync_rptr.q1	5
rptr_h.b_rptr	5
rptr_h.empty	1
wptr_h.full	1
wptr_h.g_wptr	4
fifom.fifo	128
rptr_h.g_rptr	4
sync_wptr.q1	5
wptr_h.b_wptr	5
sync_wptr.d_out	5
-- stage by stage --
stage | util (%) | hold slack (ns)
after floorplan | - | 0.4118
after detailed placement | 43.87 | 0.4169
after CTS | 48.31 | 0.2904
after global placement | 43.87 | 0.4168
after global routing | 48.31 | 0.3126
final | 48.31 | 0.2984
-- area by class of cell --
type,instances,area [um^2]
Fill cell,1281,8182
Inverter,2,7.507
Clock buffer,22,529.3
Clock inverter,14,172.7
Timing Repair Buffer,35,317.8
Multi-Input combinational cell,160,1602
Sequential cell,168,4747
Tap cell,216,270.3
-- critical path: stages, from the launching register on --
cell and delay, ns:
sky130_fd_sc_hd__dfrtp_2 0.34, sky130_fd_sc_hd__buf_4 0.54, sky130_fd_sc_hd__mux4_2 0.59, sky130_fd_sc_hd__a22oi_1 0.26
sky130_fd_sc_hd__nand2_1 0.12, sky130_fd_sc_hd__clkdlybuf4s50_1 0.42
-- per-layer routing --
metal / global-route usage [%] / vias to the layer above / wire, um
met1: 24.86 / 1528 / 4889
met3: 7.751 / 13 / 1007
met5: 0 / - / 0
li1: - / 1418 / -
met2: 21.62 / 116 / 5012
met4: 2.284 / 0 / 161
-- power by group --
group | switching, mW | internal [mW]
clock | 0.434 | 0.738
combinational | 0.544 | 0.547
sequential | 0.0927 | 1.39
total | 1.07 | 2.67
-- final timing paths --
| path | end | slack [ns] | start | cells after the start |
|---|---|---|---|---|
| max in group clk1 | wptr_h.full | 2.98 | w_en | 8 |
| max in group asynchronous | rptr_h.b_rptr[0] | 4.37 | rrst_n | 1 |
| min in group asynchronous | wptr_h.b_wptr[1] | 1.26 | wrst_n | 1 |
| min reg2reg | sync_rptr.q1[3] | 0.30 | rptr_h.g_rptr[3] | 1 |
| max | data_out[4] | 2.51 | rptr_h.b_rptr[0] | 5 |
| min | sync_rptr.q1[3] | 0.30 | rptr_h.g_rptr[3] | 1 |
| max reg2reg | rptr_h.empty | 3.79 | rptr_h.b_rptr[0] | 7 |
| min in group clk0 | sync_wptr.d_out[4] | 0.43 | sync_wptr.q1[4] | 1 |
-- placed cells by master (no fill, tap or decap), types with 2 or more instances in the layout --
cell type / count
sky130_fd_sc_hd__xor2_2: 2
sky130_fd_sc_hd__mux4_2: 32
sky130_fd_sc_hd__nor2b_1: 5
sky130_fd_sc_hd__ha_1: 5
sky130_fd_sc_hd__nand2b_1: 2
sky130_fd_sc_hd__dfrtp_1: 18
sky130_fd_sc_hd__clkbuf_16: 21
sky130_fd_sc_hd__buf_4: 13
sky130_fd_sc_hd__inv_6: 5
sky130_fd_sc_hd__clkdlybuf4s50_1: 22
sky130_fd_sc_hd__bufinv_16: 3
sky130_fd_sc_hd__inv_1: 2
sky130_fd_sc_hd__dfxtp_1: 20
sky130_fd_sc_hd__and2_1: 21
sky130_fd_sc_hd__nand2_1: 16
sky130_fd_sc_hd__a21oi_1: 2
sky130_fd_sc_hd__a22oi_1: 16
sky130_fd_sc_hd__nor2_1: 18
sky130_fd_sc_hd__edfxtp_1: 128
sky130_fd_sc_hd__nor3_1: 4
sky130_fd_sc_hd__xor3_1: 2
sky130_fd_sc_hd__nand3_1: 7
sky130_fd_sc_hd__xor2_1: 12
sky130_fd_sc_hd__xnor2_1: 9
sky130_fd_sc_hd__clkinv_1: 3
-- cell families after synthesis --
family,count (synthesis),synth area share [%]
flip-flops,168,73.69
AND/OR/NAND/NOR,76,5.984
multiplexers,32,11.19
XOR/XNOR,26,4.352
AND-OR/OR-AND,21,2.370
buffers and inverters,16,1.438
adder cells (fa/ha/maj),5,0.9714
No activity file was given, so power comes from the tool's default toggle rates.
